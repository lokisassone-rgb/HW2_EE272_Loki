==> design.v <==
module aggregator
#(
  parameter DATA_WIDTH = 16,
  parameter FETCH_WIDTH = 4
)
(
  input clk,
  input rst_n,
  input [DATA_WIDTH - 1 : 0] sender_data,
  input sender_empty_n,
  output sender_deq,
  output [FETCH_WIDTH*DATA_WIDTH - 1 : 0] receiver_data,
  input receiver_full_n,
  output reg receiver_enq
);
  localparam COUNTER_WIDTH = $clog2(FETCH_WIDTH);
  reg [COUNTER_WIDTH - 1 : 0] count_r;
  reg [DATA_WIDTH - 1 : 0] receiver_data_unpacked [FETCH_WIDTH - 1 : 0]; 
  wire sender_deq_w;
  assign sender_deq_w = rst_n && sender_empty_n && receiver_full_n;
  assign sender_deq = sender_deq_w;
  genvar i;
  generate
    for (i = 0; i < FETCH_WIDTH; i++) begin: unpack
      assign receiver_data[(i + 1)*DATA_WIDTH - 1 : i*DATA_WIDTH] = receiver_data_unpacked[i];
    end
  endgenerate
  always @ (posedge clk) begin
    if (rst_n) begin
      if (sender_deq_w) begin
        receiver_data_unpacked[count_r] <= sender_data;
        count_r <= (count_r == FETCH_WIDTH - 1) ? 0 : count_r + 1;
        receiver_enq <= (count_r == FETCH_WIDTH - 1); 
      end else begin
        receiver_enq <= 0;
      end
    end else begin
      receiver_enq <= 0;
      count_r <= 0;
    end
  end
endmodule
==> run.sh <==
#!/bin/bash
# OpenROAD 26Q1-2900-gdf79404cd8, Yosys 0.63+post, stock flow scripts
make -C /OpenROAD-flow-scripts/flow DESIGN_CONFIG=/design/flow/config.mk WORK_HOME=/design/flow/orfs finish
==> config.mk <==
export PLATFORM = sky130hd
export DESIGN_NAME = aggregator
export DESIGN_NICKNAME = aggregator
export VERILOG_FILES = /design/flow/design.v
export SDC_FILE = /design/flow/constraint.sdc
export NUM_CORES = 4
export LEC_CHECK = 1
export CORE_UTILIZATION = 40
==> constraint.sdc <==
current_design aggregator

set clk_period 4.3
set clk_io_pct 0.2

create_clock -name clk0 -period $clk_period [get_ports {clk}]

set non_clock_inputs [all_inputs -no_clocks]
set_input_delay [expr $clk_period * $clk_io_pct] -clock clk0 $non_clock_inputs
set_output_delay [expr $clk_period * $clk_io_pct] -clock clk0 [all_outputs]
==> results.txt <==
Notes on the flow run.

- The synthesized area divided by synthesized cell count is 25.1 um2, for reference.
- The maximum clock insertion buffer count is 2, for reference.
- The final total negative setup slack is 0 ns, for reference.
- The number of flip-flops and latches in the synthesized netlist is 67, for reference.
- Counting both buffers and inverters, the worst setup path holds a total of 2.
- The count of input and output buffers is 85, for reference.
- The diode insertion count for antenna repair is 0, for reference.
- The total overflow reported by the global router is 0, for reference.
- The data arrival time reported for the critical path is 2.09 ns.
- Once iteration 0 of detailed routing completed, the report listed 63 DRC markers.
- Buffers inserted during clock tree synthesis total 9.
- The number of clock sinks is 67, for reference.
- The routed length per instance is 15.0 um, for reference.
- The dominant delay contributor by cell family on the critical path is buffers and inverters, for reference.
- In the final layout, the multi-input gates occupy 144 um2.
- The final count of negative-setup-slack endpoints is 0, for reference.
- The hold violation count in the final report is 0, for reference.
- The first global-routing pass estimated 5440 um of wire.
- The final layout contains routed wiring with a total length of 3850 um.
- The post-synthesis instance area is 2130 um2, for reference.
- The count of pins over their slew limit is 0, for reference.
- At the later pin of the worst-skew pair, clock insertion delay measures 0.33 ns.
- The number of hold buffers added after CTS was 0.
- The buffers inserted during post-CTS setup optimization is 0, for reference.
- The die width is 75.0 um, for reference.
- The endpoint kind of the worst setup timing path is an output pin, for reference.
- The global routing usage summed across all routing layers is 14.9%, for reference.
- The proportion of layout cells with a drive suffix above 1 is 8.60%, for reference.
- The DRC violation total left in the routed layout is recorded as 0.
- In this run the clock root is driven by a clkbuf_8.
- The yosys synthesis warning count is 1, for reference.
- The cell count after synthesis came out at 85.
- STA classifies the critical path startpoint as an input port.
- The chip area line in the Yosys stat output reads 2130 um2.
- The via count of the first global-routing pass came to 1091.
- In this run the static leakage power is 0.00109 uW.
- The number of warnings reported in the stage logs is 28.
- According to the hold report, the worst path is of the reg -> reg type.
- The post-synthesis cell count from yosys is 85, for reference.
- The flow ran to the end, and the final reports show no timing, DRC or antenna violations.
- The final report lists a non-filler cell total of 256.
- According to the floorplan log, the row count is 26.
- The share of synthesized area occupied by flip-flops and latches is 92.9%, for reference.
- The fmax is 339 MHz, for reference.
- The post-route antenna net violation count is 0, for reference.
- After layout, the minimum clock period comes to 2.95 ns.
- The transition time recorded at the tightest slew-check pin is 0.873 ns.
- The number of gates given a new drive strength after cts is 0, for reference.
- The worst clock skew is 0.00330 ns, for reference.
- The area of the core region is 5110 um2, for reference.
- Including well taps, the total number of placed cells is 240.
- The path type of the worst setup path is in -> out, for reference.
- The number of max-cap violations is 0, for reference.
- The initial antenna violation count is 0, for reference.
- Setup repair after global routing left no endpoint under its margin.
- The cell that appears most often on the critical path is clkdlybuf4s50_1.
- In this run the vertical extent of the chip is 75.0 um.
- Counting the fill cells in the layout gives 352.
- The area overhead of the layout relative to synthesis is 51.5%, for reference.
- The pre-placement core utilization is 41.8%, for reference.
- For reference, the clock transition at the flip-flops on the worst setup and hold paths is 0.06 ns.
- The worst relative slew slack is 41.8%, for reference.
- Across the whole layout, storage elements account for 1980 um2.
- The first TritonRoute pass finished after 4 iterations.
- The timing report shows that the slowest cell on the worst path is clkdlybuf4s50_1.
- The number of different library cells used by synthesis comes to 11.
- The largest net degree at the start of global routing is 17, for reference.
- The fraction of the cycle the final worst path needs is 68.6%, for reference.
- The ratio of total power to cell area is 369 nW/um2, for reference.
- The total die size is 5630 um2, for reference.
- The report lists the cells along the critical path as clkdlybuf4s50_1 > and3_4 > clkdlybuf4s50_1.
- 86 I/O pins were placed.
- The required time of the critical path is 3.44 ns, for reference.
- After its last routability iteration, the placer logged a weighted congestion of 0.744.
- The critical path maximum fanout is 6.
- The CTS tree is done, for reference.
- The largest voltage drop on the vdd net is 0.205 mV, for reference.
- The via density per instance is 4.45, for reference.
- The total via count after detailed routing is 1138, for reference.
- The H-tree depth reported by CTS is 3, for reference.
- The largest single stage delay on the critical path is 0.54 ns.
==> placed cells by master (no fill, tap or decap), drive strengths merged <==
master          n
clkdlybuf4s50  85
and2            4
a21boi          2
clkinvlp        1
edfxtp         64
dfxtp           3
and3            2
and4            1
clkbuf         10
inv             2
clkinv          5
and4bb          1
o21a            2
ha              4
==> cell families after synthesis <==
| family | count (synthesis) | share of synthesized area, % |
|---|---|---|
| fa+ha+maj | 4 | 2.35 |
| flops | 67 | 92.9 |
| simple gates | 8 | 2.99 |
| buf+inv | 2 | 0.352 |
| compound gates | 4 | 1.41 |
==> worst reg2reg max path, delay by kind of cell, from the launching register on <==
family / cells / cell delay, ns
flip-flops: 1 / 0.35
adder cells (fa/ha/maj): 1 / 0.13
AND/OR/NAND/NOR: 1 / 0.75
buffers and inverters: 1 / 0.09
==> state kept, by name (all words and copies together), names as in the netlist <==
register                count
count_r                     2
receiver_data_unpacked     64
receiver_enq                1
==> synthesized netlist by cell type <==
cell type	number	share of area, %
and3_1	1	0.29
and4_1	1	0.41
and3_4	1	0.53
o21a_1	2	0.70
and2_1	4	1.2
edfxtp_1	64	90
and4bb_1	1	0.59
dfxtp_1	3	2.8
inv_1	2	0.35
a21boi_0	2	0.70
ha_1	4	2.3
==> final cells by class <==
class | instances | share of cell area [%]
flip-flops and latches | 67 | 61.3
clock buffers | 10 | 3.95
multi-input cells | 16 | 4.45
repair buffers | 85 | 26.3
well taps | 70 | 2.71
clock inverters | 6 | 1.01
inverters | 2 | 0.232
==> path summary, 6_finish.rpt <==
path | slack (ns) | cells after the start | end | from
max reg2reg | 2.61 | 3 | receiver_data_unpacked[1][1] | count_r[1]
min reg2reg | 0.68 | 2 | count_r[0] | count_r[0]
min | 0.68 | 2 | count_r[0] | count_r[0]
max | 1.35 | 3 | sender_deq | sender_empty_n
==> routing by layer <==
layer  part of all wire, %  vias to the layer above  global-route usage, %
met5                     0                        -                      0
met4                   2.8                        0                   3.77
met3                    10                       11                   6.24
met2                    46                       70                   20.9
met1                    41                      531                   24.6
li1                      -                      526                      -
==> per-stage QoR <==
step	total power, uW	setup slack, ns	hold WS, ns	utilization, %	instance area [um2]
floorplan	744	2.41	0.629	-	2130
global placement	783	1.39	0.650	60.1	3070
detailed placement	784	1.36	0.671	60.1	3070
CTS	1210	1.36	0.681	63.3	3230
global route	1240	1.26	0.724	63.3	3230
finish	1190	1.35	0.681	63.3	3230
==> where the power goes <==
part	switching, uW	internal [uW]
Sequential	2.68	723
Combinational	15.6	27.6
Clock	221	204
Power and IR drop assume default switching activity.
