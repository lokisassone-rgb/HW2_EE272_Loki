## design/flow/design.v

```verilog
module mac
#(
  parameter IFMAP_WIDTH = 16,
  parameter WEIGHT_WIDTH = 16,
  parameter OFMAP_WIDTH = 32
)(
  input clk,
  input rst_n,
  input en,
  input weight_wen,
  input signed [IFMAP_WIDTH - 1 : 0] ifmap_in,
  input signed [WEIGHT_WIDTH - 1 : 0] weight_in,
  input signed [OFMAP_WIDTH - 1 : 0] ofmap_in,
  output signed [IFMAP_WIDTH - 1 : 0] ifmap_out,
  output signed [OFMAP_WIDTH - 1 : 0] ofmap_out
);
  reg signed [WEIGHT_WIDTH - 1 : 0] weight_r;
  reg signed [IFMAP_WIDTH - 1 : 0] ifmap_r;
  reg signed [OFMAP_WIDTH - 1 : 0] ofmap_r;
  always @(posedge clk) begin
    if (!rst_n) begin
      weight_r <= 0;
      ifmap_r <= 0;
      ofmap_r <= 0;
    end else begin
      if (weight_wen) begin
        weight_r <= weight_in;
      end
      if (en) begin
        ifmap_r <= ifmap_in;
        ofmap_r <= weight_r * ifmap_in + ofmap_in;
      end
    end
  end
  assign ifmap_out = ifmap_r;
  assign ofmap_out = ofmap_r;
endmodule
```

## design/flow/run.sh

```bash
#!/bin/bash
# OpenROAD 26Q1-2900-gdf79404cd8, Yosys 0.63+post, stock flow scripts
make -C /OpenROAD-flow-scripts/flow DESIGN_CONFIG=/design/flow/config.mk WORK_HOME=/design/flow/orfs finish
```

## design/flow/config.mk

```make
export PLATFORM = sky130hd
export DESIGN_NAME = mac
export DESIGN_NICKNAME = mac
export VERILOG_FILES = /design/flow/design.v
export SDC_FILE = /design/flow/constraint.sdc
export NUM_CORES = 4
export LEC_CHECK = 1
export CORE_UTILIZATION = 40
```

## design/flow/constraint.sdc

```tcl
current_design mac

set clk_period 13.4
set clk_io_pct 0.2

create_clock -name clk0 -period $clk_period [get_ports {clk}]

set non_clock_inputs [all_inputs -no_clocks]
set_input_delay [expr $clk_period * $clk_io_pct] -clock clk0 $non_clock_inputs
set_output_delay [expr $clk_period * $clk_io_pct] -clock clk0 [all_outputs]
```

==> results.txt <==
Synthesis and PnR results.

- The post-synthesis instance area is 13,150 um^2.
- Looking at the post-CTS report, the setup buffer insertion count equals 0.
- Before placement the cells fill roughly two fifths of the core.
- The critical path class is in2reg.
- The final antenna-violating net count reads 0.
- The achievable frequency reads ~110 MHz.
- Relative to the synthesized area, the layout overhead comes to 15.40%.
- The maximum clock path buffer count reads 2.
- The dominant register cell reads dfxtp_1.
- The number of levels the H-tree was split into reads 3.
- In this run the tool buffered the top-level ports with roughly 120 buffer cells.
- In the post-synthesis netlist, the biggest area contributors are fa_1, inv_1, dfxtp_1, ha_1, and2_1.
- The total number of yosys warnings is 1.
- Per STA, the worst path is made up of clkdlybuf4s50_1 > buf_4 > nand2_1 > fa_1 > fa_1 > fa_1 > fa_1 > inv_1 > fa_1 > inv_1 > fa_1 > inv_1 > ha_1 > a211o_1 > or4_1 > o221a_2 > a311oi_4 > a21oi_4 > a221oi_4 > mux2i_1 > nand2_1.
- The flip-flop and latch count after synthesis reads around 64.
- The core region is approximately 32,000 um^2.
- In this run, synthesis inferred 0 flip-flops with an integrated enable.
- The total number of warnings across the stage logs is 25.
- The yosys stat cell total reads 1,412.
- The initial antenna violation count reads 0.
- The clock-pin transition on the worst setup and hold timing paths is roughly 0.06 ns.
- The synthesized netlist handed to floorplanning was reported with a cell count of about 1,400.
- STA lists the maximum fanout along the critical path as 17.
- The endpoint class of the critical path reads a flop.
- The final timing report lists a max-slew violation count of 0.
- The transition at the pin with the smallest max-transition slack reads 0.8265 ns.
- The share of flip-flops with an asynchronous set or reset is 0%.
- The flow ran to the end, and the final reports show no timing, DRC or antenna violations.
- The final antenna diode count is 0.
- Setup repair after global routing left no endpoint under its margin.
- The setup violation total in the final timing report is 0.
- The number of cells on the worst reg-to-reg path is 19.
- The die span in x is ~180 um.
- The cell depth of the worst min-delay path is 2.
- The post-detailed-route DRC marker count is 0.
- The minimum period implied by the final worst setup slack reads 9.046 ns.
- The slowest cell on the critical path reads fa_1.
- The buffer type at the clock tree root reads clkbuf_16.
- The TritonCTS sink count is approximately 64.
- The final standard cell count with taps included and fillers excluded reads 1,962.
- The setup TNS reads 0 ns.
- The instance count after placement with tap cells included reads around 2,000.
- The number of distinct standard cells referenced by the synthesized netlist is 50.
- The cell type with the highest aggregate area in the netlist is fa_1.
- The number of instances resized during post-cts repair is 0.
- The share of the clock period used by the worst path after layout reads roughly 68%.
- The clock tree skew after final layout reads about 0.005 ns.
- The number of ports placed on the die boundary is 116.
- The number of buffers inserted during clock tree synthesis is 9.
- The kind of launch point of the worst setup path is an input port.
- For this run, the register share of the synthesized area comes to 9.742%.
- The power per cell area reads a little under 200 nW/um^2.
- The share of post-route cells with drive strength above 1 is 3.750%.
- The worst hold-check path type reads reg2reg.
- The number of hold buffers added after CTS was 0.
- The pin count of the biggest net entering global routing reads 59.
- The script extracted a total leakage power of between 0.007 and 0.008 uW.
- The via count of the routed design reads 9,449.
- Row generation in the floorplan step produced around 66 rows.
- Summed over all layers, the routed wires come to about 33 mm.
- The final non-filler cell area is between 15,000 and 20,000 um^2.
- Hold is met by roughly 0.47 ns.
- On the critical path the data arrives at approximately 9.3 ns.
- The most numerous cell on the critical path reads fa_1.
- Global routing used a little under a quarter of the available tracks across all layers.
- After the first detailed-routing iteration, the DRC count stood at roughly 400.
- The pre-antenna-repair detailed-routing pass consisted of 5 iterations.
- The total half-perimeter wirelength after legalization and detailed placement is between 20 and 30 mm.
- The clock latency on the worst-skew pair reads 0.34 ns.
- After synthesis, the largest area contributor takes up 44.45% of total cell area.
- The mean instance size in the synthesized netlist is between 9 and 10 um^2.
- The CTS tree is done.
- The ratio of routed vias to standard cells is roughly 4.8.
- The detailed-route wire length per cell reads roughly 17 um.
- The number of global-route vias before repair reads approximately 9,900.
- The wire length of the first global-routing pass reads around 54 mm.
- The largest single stage delay on the critical path is around 0.57 ns.
- After filler insertion, the fill cell instance count of the layout stands at between 3,000 and 4,000.
- Recorded from the global router log, the overflow total was 0.
- Looking at the VDD voltage map, the peak drop is 0.0002108 V.
- In this run the vertical extent of the chip is 183.3 um.
- The chip area estimate from yosys synthesis is 13,150 um^2.
- The post-placement cell area is 14,880 um^2.
- The final hold violation count reads 0.
- The placer congestion estimate is between 0.8 and 0.9.
- According to the timing report, the data required time at the worst endpoint equals approximately 14 ns.
- The run reported a max-capacitance violation count of 0.
- The remaining max-slew budget at the tightest pin is around 45%.
- According to the floorplan report, the total die area is between 30,000 and 40,000 um^2.
==> Yosys cell counts (all sizes together), types with 3 or more instances <==
cell / number
nor3b: 3
mux2i: 47
ha: 98
a221oi: 4
and2: 120
nand3: 12
nand2b: 6
or3: 3
inv: 343
xor2: 3
a211oi: 8
o21ai: 15
nand2: 139
o2111ai: 4
nor2: 82
nor3: 6
clkbuf: 52
a21o: 12
fa: 292
o21a: 11
nor2b: 5
a21oi: 24
dfxtp: 64
xnor2: 27
o211ai: 4
==> critical path, delay by kind of cell <==
kind | cells | cell delay [ns]
AND/OR/NAND/NOR | 3 | 0.59
buffers and inverters | 5 | 0.87
multiplexers | 1 | 0.22
adder cells (fa/ha/maj) | 7 | 3.37
AND-OR/OR-AND | 5 | 1.55
==> state kept, by name, summed over array words and instances, names as in the netlist <==
signal	cells
ifmap_r	16
ofmap_r	32
weight_r	16
==> power breakdown <==
part	leakage, uW	internal [uW]	switching, uW	total (uW)
Sequential	0.000529	232	26.3	258
Combinational	0.00693	1090	1410	2500
Clock	0.000137	148	90.0	238
==> per-layer routing <==
| metal | track usage [%] | share of wire [%] |
|---|---|---|
| met2 | 36.50 | 50 |
| met1 | 33.64 | 43 |
| met3 | 5.972 | 6.9 |
| met4 | 1.233 | 0.59 |
| met5 | 0 | 0 |
==> metrics by stage <==
| stage | util, % | total power [uW] | setup WS, ns |
|---|---|---|---|
| finish | 46.77 | 2999 | 4.355 |
| global route | 46.77 | 3343 | 4.017 |
| CTS | 46.77 | 3036 | 4.395 |
| detailed placement | 45.85 | 2772 | 4.018 |
| global placement | 45.85 | 2770 | 4.067 |
| floorplan | - | 2082 | 4.827 |
==> final cells by class <==
cell class	instances	area [um^2]	area share (%)
Multi-Input combinational cell	953	10390	68.44
Timing Repair Buffer	145	1371	9.035
Inverter	343	1287	8.483
Sequential cell	64	1281	8.442
Tap cell	442	553.0	3.644
Clock buffer	10	239.0	1.575
Clock inverter	5	57.56	0.3792
==> logic make-up after synthesis <==
family,after synthesis,synth area share [%]
buf+inv,395,11.27
fa+ha+maj,390,53.77
simple gates,387,14.11
compound gates,98,5.442
flops,64,9.742
mux,48,3.663
xor+xnor,30,1.998
==> worst paths after layout <==
path         slack (ns)                        to                startpoint
max                4.35  ofmap_r[28]$_SDFFE_PN0P_               ifmap_in[1]
min                0.47  ofmap_r[15]$_SDFFE_PN0P_  ofmap_r[15]$_SDFFE_PN0P_
max reg2reg        6.52  ofmap_r[28]$_SDFFE_PN0P_  weight_r[9]$_SDFFE_PN0P_
min reg2reg        0.47  ofmap_r[15]$_SDFFE_PN0P_  ofmap_r[15]$_SDFFE_PN0P_
==> cell usage in the layout (no fill, tap or decap), types with 4 or more instances in the layout <==
master           instances
clkdlybuf4s50_1        114
clkbuf_16                9
o2111ai_1                4
and2_1                 120
nor3_1                   6
buf_4                   30
o211ai_1                 4
nor2_1                  82
nand2_1                139
nor2b_1                  5
a211oi_1                 8
nand2b_1                 6
ha_1                    98
o21ai_0                 14
nand3_1                 12
dfxtp_1                 64
a21oi_1                 23
a21o_1                  11
mux2i_1                 47
o21a_1                  11
xnor2_1                 27
inv_1                  342
fa_1                   292
Power and IR drop assume default switching activity.
